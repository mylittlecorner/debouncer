--- run.sh ---
#!/bin/bash
# OpenROAD 26Q1-2900-gdf79404cd8, Yosys 0.63+post, stock flow scripts
make -C /OpenROAD-flow-scripts/flow DESIGN_CONFIG=/design/flow/config.mk WORK_HOME=/design/flow/orfs finish
--- config.mk ---
export PLATFORM = sky130hd
export DESIGN_NAME = debouncer
export DESIGN_NICKNAME = debouncer
export VERILOG_FILES = /design/flow/design.v
export SDC_FILE = /design/flow/constraint.sdc
export NUM_CORES = 4
export LEC_CHECK = 1
export CORE_AREA = 10 10 93 93
export DIE_AREA = 0 0 103 103
--- constraint.sdc ---
current_design debouncer

set clk_period 2.8
set clk_io_pct 0.2

create_clock -name clk0 -period $clk_period [get_ports {clk}]

set non_clock_inputs [all_inputs -no_clocks]
set_input_delay [expr $clk_period * $clk_io_pct] -clock clk0 $non_clock_inputs
set_output_delay [expr $clk_period * $clk_io_pct] -clock clk0 [all_outputs]
--- design.v ---
`timescale 1ns / 1ps
module debouncer(
    input clk,
    input in_state,
    output out_state
    );
        parameter NBITS = 16;
        reg [NBITS-1:0] COUNT;
        reg PB_sync_0;
        reg PB_sync_1;
        reg PB_state;
        always @(posedge clk) PB_sync_0 <= ~in_state;
        always @(posedge clk) PB_sync_1 <=  PB_sync_0;
        wire PB_idle = (PB_state==PB_sync_1);
        wire max_COUNT = &COUNT;
        always @(posedge clk)
        begin
            if(PB_idle) COUNT <=0;
            else begin
                COUNT <= COUNT + 1;
                if(max_COUNT) PB_state <= ~PB_state;
            end
        end
        assign out_state = PB_state;
endmodule
==> job_summary.md <==
## Implementation flow summary

| Metric | Value |
|---|---|
| Outcome | `completed` |
| Final setup viols | `0` |
| Switching portion of total power | `19.52%` |
| FF/Latch Area | `~390 um2` |
| Antenna cells | `0` |
| RePlAce Congestion | `around 0.8` |
| Area Overhead vs Synth | `19.15%` |
| Boundary pin count | `3` |
| Min Tclk post-route | `1735 ps` |
| Yosys top cell by area | `dfxtp_1` |
| CP Max Fanout | `4` |
| Die height | `about 100 um` |
| Share of layout cells above drive strength 1 | `between 7 and 8%` |
| Root buf cell | `clkbuf_8` |
| Biggest area cells | `dfxtp_1, mux2i_1, a21oi_1, nand2_1, nor4_1` |
| Post-detail-place hpwl | `around 960 um` |
| Crit-path leading delay family | `buffers and inverters` |
| Initial antenna violation count | `0` |
| First-pass GRT wire length | `about 2500 um` |
| Worst vdd ir | `473.9 uV` |
| Crit path largest cell delay | `500 ps` |
| Final core area utilization | `between 10 and 15%` |
| Log Warnings | `25` |
| Fp_density | `12.19%` |
| Crit. End Element | `output pin` |
| Yosys top cell area share | `43.77%` |
| Routed Antenna Nets | `0` |
| Latency at later pin | `roughly 250 ps` |
| Chip width | `about 100 um` |
| Clock share of power | `37.9%` |
| Worst hold slack | `approximately 330 ps` |
| CTS max path bufs | `2` |
| GRT Total Usage | `between 2 and 3%` |
| Clk slew on worst S/H paths | `roughly 60 ps` |
| Initial DRC Count | `18` |
| Min-Delay Path Class | `reg -> reg` |
| Most numerous logic cells after layout | `dfxtp_1, nand2_1, a21oi_1` |
| Mapped cell area | `between 800 and 900 um2` |
| Sum Neg Setup Slack | `0 ps` |
| Vias | `between 600 and 700` |
| Post-CTS Hold Buffers | `0` |
| Number of global-route vias before repair | `~580` |
| Post-synth regs | `19` |
| Comb gate area | `399.1 um2` |
| GR Layer Usage met1 | `under 10%` |
| Ys cells | `89` |
| Drt drc | `0` |
| Core box area | `between 0.006 and 0.007 mm2` |
| CP Launch Type | `flop` |
| DR vias/cell | `3.546` |
| Worst setup path class | `reg -> out` |
| Post CTS Setup Buffer Count | `0` |
| Port Buf Inserts | `2` |
| Full die area | `0.01061 mm2` |
| Synthesis Warnings | `1` |
| Internal power | `~0.00039 W` |
| Syn Inst Count | `roughly 90` |
| FILL cells | `768` |
| Most instantiated logic cell after routing | `dfxtp_1` |
| Maxcap violations | `0` |
| Synth unique cells | `24` |
| Met3 GRT Util | `1.083%` |
| P_leak | `0.2869 nW` |
| TritonCTS buffer count | `3` |
| Synth Seq Share | `between 40% and 50%` |
| Congestion Overflow GR | `0` |
| CTS tree | `yes` |
| Net switching power | `~0.000093 W` |
| Area after DPL | `~940 um2` |
| Synthesis area per yosys | `slightly above 800 um2` |
| Critical path arrival | `between 1000 and 1500 ps` |
| Max-slew violation count | `0` |
| Critical path buffer and inverter count | `1` |
| Power, Total | `approximately 0.00048 W` |
| RSZ-0062 raised after global routing | `no` |
| Most used routing layer | `met2` |
| Clock Sinks | `19` |
| CP Cell Sequence | `clkdlybuf4s50_1` |
| Rows | `30` |
| Syn Area/Cell | `9.250 um2` |
| Sequential power share | `around three fifths` |
| Wire per inst | `a little under 8 um` |
| Largest net degree at the start of global routing | `12` |
| Cycle use final | `61.97%` |
| Slowest CP cell | `clkdlybuf4s50_1` |
| Headroom to the max-slew limit | `59.18%` |
| Combinational Power Share | `3.1%` |
| Clk_skew | `4.115 ps` |
| Pwr/cell area | `488.2 mW/mm2` |
| Post-CTS Resized | `0` |
| Slew @ Worst Pin | `610.2 ps` |
| Final Instance Area | `980.9 um2` |
| M2 GR Usage | `4.486%` |
| Crit path DRT | `roughly 2200 ps` |
| Final hold violation count | `0` |
| Maximum clock frequency | `576.3 MHz` |
| WL final | `1362 um` |
| H-tree levels | `1` |
| DRT Pass-1 Iters | `3` |
final cells by class:
class                   count  area share (%)
repair buffers              3           2.806
well taps                  80           10.20
clock buffers               4           4.592
multi-input cells          63           40.69
flip-flops and latches     19           39.80
inverters                   5           1.913
synth_stat cells:
| master | n |
|---|---|
| inv_1 | 5 |
| ha_1 | 1 |
| nand2b_1 | 3 |
| dfxtp_1 | 18 |
| xnor2_1 | 2 |
| buf_6 | 1 |
| nor2_1 | 4 |
| o31ai_1 | 4 |
| nand4_1 | 3 |
| clkbuf_1 | 1 |
| mux2i_1 | 4 |
| edfxtp_1 | 1 |
| nand3_1 | 4 |
| or4_1 | 4 |
| or3_1 | 3 |
| nand3_2 | 1 |
| o21ai_0 | 3 |
| or3_2 | 1 |
| and2_1 | 1 |
| a21oi_1 | 7 |
| xor2_1 | 3 |
| nand4_2 | 1 |
| nor4_1 | 5 |
| nand2_1 | 9 |
layer usage:
layer	vias to the layer above	part of all wire [%]
met4	0	0.88
met2	5	42
met5	-	0
met1	276	53
li1	334	-
met3	2	4.6
cells by family (layout without fill, tap and decap cells):
group,Yosys count,in the layout,share of synthesized area [%]
multiplexers,4,4,4.863
flip-flops,19,19,47.42
AND-OR/OR-AND,14,14,9.726
adder cells (fa/ha/maj),1,1,1.520
AND/OR/NAND/NOR,39,39,27.05
buffers and inverters,7,12,4.103
XOR/XNOR,5,5,5.320
sequential cells by signal, summed over array words and instances (netlist names):
register	flops
PB_state	1
PB_sync_0	1
COUNT	16
PB_sync_1	1
power by group through the flow:
| stage | Sequential, W | Clock (W) | Combinational, W |
|---|---|---|---|
| global route | 0.000283 | 0.000203 | 0.0000168 |
| CTS | 0.000282 | 0.000192 | 0.0000151 |
| finish | 0.000282 | 0.000182 | 0.0000149 |
final timing paths:
path,startpoint,to,slack (ps),cells after the start
setup / recovery,PB_state$_DFFE_PP_,out_state,1060,1
hold / removal,PB_sync_0$_DFF_P_,PB_sync_1$_DFF_P_,330,0
setup reg to reg,COUNT[0]$_SDFF_PP0_,COUNT[12]$_SDFF_PP0_,1130,4
hold reg to reg,PB_sync_0$_DFF_P_,PB_sync_1$_DFF_P_,330,0
stage by stage:
stage / worst slack (ps) / std cells
floorplan: 1304 / 89
global placement: 1122 / 170
detailed placement: 1143 / 170
CTS: 1043 / 174
global route: 974.7 / 174
finish: 1065 / 174
No activity file was given, so power comes from the tool's default toggle rates.

==> design/flow/design.v <==
`timescale 1ns / 1ps
module r_enc(
    input r_A,
    input r_B,
    input clk,
    output [1:0] rlr
    );
    reg r_A_in;
    reg r_B_in;
    reg [1:0] r_in;
    reg r_q1;
    reg delay_r_q1;
    reg r_q2;
    reg r_event;
    reg r_left;
    always @(posedge clk)
    begin
        r_A_in <= r_A;
        r_B_in <= r_B;
        r_in <= {r_B_in, r_A_in};
        case(r_in)
            2'b00: begin r_q1 <= 0; r_q2 <= r_q2; end
            2'b01: begin r_q1 <= r_q1; r_q2 <= 0; end
            2'b10: begin r_q1 <= r_q1; r_q2 <= 1; end
            2'b11: begin r_q1 <= 1; r_q2 <= r_q2; end
            default: begin r_q1 <= r_q1; r_q2 <= r_q2; end
        endcase
    end
    always @(posedge clk)
    begin
        delay_r_q1 <= r_q1;
        if((r_q1 == 1) && (delay_r_q1 ==0))
        begin
            r_event <= 1; r_left <= r_q2;
        end
        else begin
            r_event <= 0; r_left <= r_left;
        end
    end
    assign rlr = {r_event, r_left};
endmodule
==> design/flow/run.sh <==
#!/bin/bash
# OpenROAD 26Q1-2900-gdf79404cd8, Yosys 0.63+post, stock flow scripts
make -C /OpenROAD-flow-scripts/flow DESIGN_CONFIG=/design/flow/config.mk WORK_HOME=/design/flow/orfs finish
==> design/flow/config.mk <==
export PLATFORM = sky130hd
export DESIGN_NAME = r_enc
export DESIGN_NICKNAME = r_enc
export VERILOG_FILES = /design/flow/design.v
export SDC_FILE = /design/flow/constraint.sdc
export NUM_CORES = 4
export LEC_CHECK = 1
export CORE_AREA = 10 10 70 70
export DIE_AREA = 0 0 80 80
==> design/flow/constraint.sdc <==
current_design r_enc

set clk_period 1.0
set clk_io_pct 0.2

create_clock -name clk0 -period $clk_period [get_ports {clk}]

set non_clock_inputs [all_inputs -no_clocks]
set_input_delay [expr $clk_period * $clk_io_pct] -clock clk0 $non_clock_inputs
set_output_delay [expr $clk_period * $clk_io_pct] -clock clk0 [all_outputs]
==> results.json <==
{
  "ir_worst_vdd_v": 0.00118,
  "via_per_inst": 1.81,
  "fin_setup_tns_ns": 0,
  "regArea_um2": 211,
  "syn_area_um2": 272,
  "cts_root_buf": "clkbuf_4",
  "place.gp.congestion": 0.622,
  "worst_slack_ns": 0.0512,
  "firstDrtPassIters": 2,
  "core_um2": 3420,
  "power.density_nw_per_um2": 1910,
  "max-slew-margin-rel": 0.902,
  "fin_crit_ns": 0.949,
  "final_common_cell": "dfxtp_1",
  "place_ws_ns": -0.0255,
  "die_w_um": 80,
  "clk_pin_slew_ns": 0.06,
  "final_cell_mix": "dfxtp_1 (5), clkbuf_4 (3), edfxtp_1 (3)",
  "antenna_left": 0,
  "chipArea_um2": 6400,
  "std_cell_rows": 21,
  "portBuffers": 4,
  "drive_gt1_frac": 0.364,
  "worstSetupPathType": "register to output pin",
  "skew_ns": 0.00209,
  "grt_pass1_vias": 142,
  "cts_tree": "yes",
  "cap_violations": 0,
  "ys_cells": 16,
  "areaGrowthSynthToFinish_pct": 43.8,
  "die_h_um": 80,
  "path_depth": 1,
  "cp_cell_sequence": "clkdlybuf4s15_1",
  "numCtsBuffers": 3,
  "p_total_w": 0.000748,
  "clk_path_buf_depth": 2,
  "hold_violations": 0,
  "holdCritPathClass": "register to register",
  "worstMarginPinSlew_ns": 0.147,
  "synth.distinct_cells": 6,
  "yosysWarnings": 1,
  "report.final.slew_viol_count": 0,
  "max_clock_freq_mhz": 1050,
  "max_stage_delay_ns": 0.30,
  "io-pin-count": 5,
  "warnings": 26,
  "route.detailed.drc": 0,
  "synth_area_per_cell_um2": 17.0,
  "rsz0062_at_grt": "false",
  "num_vias": 123,
  "status": "complete, no violations",
  "grt_overflow_total": 0,
  "fin_crit_sh": 0.949,
  "drt_iter0_markers": 2,
  "logic_area_um2": 51.3,
  "clk_latency_ns": 0.26,
  "htree_levels": 1,
  "grt_pass1_wl_um": 627,
  "antenna-diode-count": 0,
  "start_kind": "register",
  "ys_ff": 9,
  "critPathArrivalTime_ns": 0.75,
  "cp-end-kind": "output pin",
  "cts_setup_buffers": 0,
  "fin_cells": 68,
  "grt_max_degree": 7,
  "path_delay_family": "flip-flops",
  "cp_max_fo": 1,
  "grtUsageTotal": 0.0135,
  "ys_area_um2": 272,
  "yosysSeqAreaShare": 0.774,
  "min_delay_path_depth": 0,
  "nFillCells": 401,
  "reg2reg_depth": 2,
  "leakage_nw": 0.147,
  "syn_inst": 16,
  "numClockSinks": 9,
  "required_ns": 0.80,
  "cp_slowest_cell": "dfxtp_1",
  "initial_core_util": 0.0795,
  "setup_viol": 0,
  "worst-path-buf-inv": 1,
  "antenna_found_initial": 0,
  "wl_per_cell_um": 5.06,
  "wl_um": 344,
  "post-place-cells": 64,
  "ctsHoldBuffers": 0
}
-- synthesized netlist by cell type --
cell type / number / area, µm²
inv_1: 2 / 7.51
ha_1: 2 / 25.0
dfxtp_1: 6 / 120
nor2b_4: 1 / 13.8
edfxtp_1: 3 / 90.1
buf_4: 2 / 15.0
-- stage by stage --
stage | utilization | instance area, µm² | hold slack [ns]
2_1_floorplan | - | 272 | 0.228
3_5_place_dp | 0.104 | 354 | 0.315
6_report | 0.114 | 390 | 0.329
3_3_place_gp | 0.104 | 354 | 0.313
4_1_cts | 0.111 | 378 | 0.333
5_1_grt | 0.114 | 390 | 0.343
-- repair_timing --
action                                  in CTS  in global routing
endpoints found under the setup margin       3                  1
gates resized                                7                  1
pin swaps                                    1                  0
gates cloned                                 0                  0
-- per-layer routing --
layer,share of wire,global-route usage,up-vias
met4,0.026,0.00528,0
met1,0.47,0.0142,54
met3,0.19,0.0170,2
met2,0.31,0.0152,8
li1,-,-,59
met5,0,0,-
-- state kept, by name, summed over array words and instances, names as in the netlist --
| signal | count |
|---|---|
| delay_r_q1 | 1 |
| r_A_in | 1 |
| r_B_in | 1 |
| r_event | 1 |
| r_in | 2 |
| r_left | 1 |
| r_q1 | 1 |
| r_q2 | 1 |
-- power breakdown --
part	total (W)	switching (W)	internal, W
clock network	0.000274	0.000127	0.000147
logic	0.0000432	0.0000138	0.0000294
registers	0.000430	0.0000134	0.000417
total	0.000748	0.000154	0.000593
-- final cells by class --
| cell class | count | area share |
|---|---|---|
| repair buffers | 4 | 0.0897 |
| multi-input cells | 3 | 0.131 |
| well taps | 46 | 0.147 |
| clock inverters | 1 | 0.0128 |
| flip-flops and latches | 9 | 0.542 |
| clock buffers | 3 | 0.0577 |
| inverters | 2 | 0.0192 |
-- path summary, 6_finish.rpt --
| path | startpoint | end | slack (ns) |
|---|---|---|---|
| setup reg to reg | r_in[1] | r_q2 | 0.06 |
| hold reg to reg | r_A_in | r_in[0] | 0.33 |
| setup / recovery | r_event | rlr[1] | 0.05 |
| hold / removal | r_A_in | r_in[0] | 0.33 |
-- kinds of logic (layout without fill, tap and decap cells) --
logic type    Yosys count  in the layout  synth area share
buf+inv                 4             10            0.0829
fa+ha+maj               2              2            0.0922
simple gates            1              1            0.0507
flops                   9              9             0.774
Power is estimated from default activity; no workload was simulated.
